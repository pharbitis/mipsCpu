File: flow/run.sh
#!/bin/bash
# OpenROAD 26Q1-2900-gdf79404cd8, Yosys 0.63+post, stock flow scripts
make -C /OpenROAD-flow-scripts/flow DESIGN_CONFIG=/design/flow/config.mk WORK_HOME=/design/flow/orfs finish
File: flow/config.mk
export PLATFORM = sky130hd
export DESIGN_NAME = Mux2_32bits
export DESIGN_NICKNAME = Mux2_32bits
export VERILOG_FILES = /design/flow/design.v
export SDC_FILE = /design/flow/constraint.sdc
export NUM_CORES = 4
export LEC_CHECK = 1
export CORE_AREA = 10 10 70 70
export DIE_AREA = 0 0 80 80
File: flow/constraint.sdc
current_design Mux2_32bits

set clk_period 1.0
set clk_io_pct 0.2

create_clock -name clk0 -period $clk_period

set non_clock_inputs [all_inputs -no_clocks]
set_input_delay [expr $clk_period * $clk_io_pct] -clock clk0 $non_clock_inputs
set_output_delay [expr $clk_period * $clk_io_pct] -clock clk0 [all_outputs]
File: flow/design.v
module Mux2_32bits (
    choice,
    a, 
    b,
    out
);
    input choice;
    input [31:0] a, b;
    output reg [31:0] out;
    always @(*) begin
        case (choice)
            1'b0:   out = a;
            1'b1:   out = b; 
        endcase
    end
endmodule
==> flow_metrics.tcl <==
# place-and-route summary
set metrics [dict create \
    compound_area_share_pct 0 \
    grt_remaining_overflow 0 \
    syn_area_sq_um 544 \
    finalHoldViolations 0 \
    violations "negative setup slack" \
    gp_congestion 0.760 \
    lay_top_count "dlygate4sd2_1" \
    hold_buffers 0 \
    crit_fanout 6 \
    worst_slack_ns -0.101 \
    synth_cell_type_count 4 \
    fa_ha_area_share_pct 0 \
    synth-xor-area-share_pct 0 \
    dieWidth_um 80 \
    path_class "primary input to output port" \
    flop_area_sq_um 0 \
    wl_per_cell_um 16.1 \
    vias 720 \
    p_per_area_nw_per_um2 394 \
    cp_data_required_time_ns 0.80 \
    grt.total_usage_pct 8.29 \
    area_growth_pct 188 \
    place_area_sq_um 1540 \
    mux_area_share_pct 86.9 \
    grt_max_degree 10 \
    die_h_um 80 \
    final_area_sq_um 1570 \
    fmax_ghz 0.908 \
    slew_viol_final 0 \
    hold_path.class "primary input to output port" \
    yosys-stat-cells 36 \
    status "finished, violations left" \
    drv_cap 0 \
    chipArea_sq_um 6400 \
    antenna_found_initial 0 \
    power_leakage_nw 0.852 \
    drcViolationCount 0 \
    vdd_ir_drop_max_uv 185 \
    fin_hold_ws_ns 0.794 \
    drive_gt1_share_pct 52.6 \
    drtIter0Drc 3 \
    synthSimpleGateAreaFrac_pct 0 \
    fp-utilization_pct 15.9 \
    postSynthSeqShare_pct 0 \
    netlist_instances 36 \
    tightest_slew_ns 0.0992 \
    rows 21 \
    io_pins 97 \
    flops 0 \
    period_minus_slack_ns 1.10 \
    warning_count 34 \
    diodes 0 \
    clock_buffers 0 \
    lay_top_cells "64 x dlygate4sd2_1, 32 x mux2_4, 21 x buf_6, 11 x buf_2, 4 x buf_16" \
    antenna_left 0 \
    yosys_area_sq_um 544 \
    core_sq_um 3420 \
    worstPathArrival_ns 0.90 \
    total_power_mw 0.616 \
    avgSynthCellArea_sq_um 15.1 \
    grt_pass1_wl_um 4310 \
    viasPerCell 3.98 \
    cp_slowest_cell "mux2_4" \
    crit_path_end_kind "output port" \
    rsz0062_at_grt "true" \
    cp-start-kind "primary input" \
    yosys_warnings 1 \
    path_cells "buf_16, clkbuf_16, mux2_4, buf_6" \
    finalCritPeriodShare_pct 110 \
    dr.pass1.iters 2 \
    max_stage_delay_ns 0.30 \
    grt_pass1_vias 811 \
    setup-tns-final_ns -2.64 \
    routed_wl_um 2920 \
    maxSlewHeadroom_pct 93.4 \
    dpl.hpwl_um 2410 \
    logic_family "multiplexers" \
    setup_viol 32 \
    numPortBuffers 97 \
]
## final cells by class
cell class | instances | area [sq um]
Tap cell | 46 | 57.6
Timing Repair Buffer | 103 | 1030
Fill cell | 335 | 1850
Multi-Input combinational cell | 32 | 480
## worst paths after layout
check	from	to	slack (ns)	cells past startpoint
min	a[25]	out[25]	0.79	3
max	choice	out[26]	-0.10	4
## metal layers
metal | vias to the layer above | share of wire [%] | global-route usage, %
met4 | 0 | 0.72 | 0.704
met3 | 2 | 9.5 | 2.50
met2 | 53 | 49 | 13.9
li1 | 342 | - | -
met5 | - | 0 | 0
met1 | 323 | 41 | 10.5
## cell families (layout without fill, tap and decap cells)
logic type,Yosys count,after routing
buffers and inverters,4,103
muxes,32,32
## stage by stage
| step | worst slack, ns | cells | utilization (%) |
|---|---|---|---|
| 6_report | -0.101 | 181 | 45.8 |
| 5_1_grt | -0.110 | 181 | 45.8 |
| 4_1_cts | -0.0918 | 180 | 44.0 |
| 3_5_place_dp | -0.496 | 177 | 45.0 |
| 3_3_place_gp | -0.492 | 177 | 45.0 |
| 2_1_floorplan | 0.0669 | 36 | - |
## cell usage after synthesis
cell | number | area (sq um)
mux2_4 | 30 | 450
buf_6 | 1 | 11.3
mux2_2 | 2 | 22.5
buf_12 | 3 | 60.1
## worst max-delay path: cells and delay by family
family	cells	cell delay (ns)
buffers and inverters	3	0.40
muxes	1	0.30
## timing repair
| item | 4_1_cts | 5_1_grt |
|---|---|---|
| endpoints found under the setup margin | 32 | 32 |
| cloned | 3 | 1 |
| setup buffers | 0 | 0 |
| resized | 186 | 6 |
## where the power goes
| group | internal, mW | total (mW) | switching (mW) | leakage, nW |
|---|---|---|---|---|
| clock | 0 | 0 | 0 | 0 |
| sequential | 0 | 0 | 0 | 0 |
| combinational | 0.478 | 0.616 | 0.138 | 0.852 |
| total | 0.478 | 0.616 | 0.138 | 0.852 |
Power figures rest on the tool's default switching activity, not on a simulated workload.
