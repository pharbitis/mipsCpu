===== constraint.sdc =====
current_design DataMemory

set clk_period 27.0
set clk_io_pct 0.2

create_clock -name clk0 -period $clk_period [get_ports {clk}]

set non_clock_inputs [all_inputs -no_clocks]
set_input_delay [expr $clk_period * $clk_io_pct] -clock clk0 $non_clock_inputs
set_output_delay [expr $clk_period * $clk_io_pct] -clock clk0 [all_outputs]

===== run.sh =====
#!/bin/bash
# OpenROAD 26Q1-2900-gdf79404cd8, Yosys 0.63+post, stock flow scripts
make -C /OpenROAD-flow-scripts/flow DESIGN_CONFIG=/design/flow/config.mk WORK_HOME=/design/flow/orfs finish

===== design.v =====
module DataMemory (
    clk,
    DataAddr,        
    DataIn,          
    RD,              
    WR,              
    DataOut          
);
    input clk, RD, WR;
    input [31:0] DataAddr, DataIn;
    output [31:0] DataOut;
    reg [7:0] DM [63:0];     
    assign DataOut[31:24] = (RD == 1) ? DM[DataAddr] : 8'bz;     
    assign DataOut[23:16] = (RD == 1) ? DM[DataAddr + 1] : 8'bz;
    assign DataOut[15:8] = (RD == 1) ? DM[DataAddr + 2] : 8'bz;
    assign DataOut[7:0] = (RD == 1) ? DM[DataAddr + 3] : 8'bz;
    always @(negedge clk) begin
        if (WR)
        begin
            DM[DataAddr] <= DataIn[31:24];
            DM[DataAddr + 1] <= DataIn[23:16];
            DM[DataAddr + 2] <= DataIn[15:8];
            DM[DataAddr + 3] <= DataIn[7:0];
        end
    end
endmodule

===== config.mk =====
export PLATFORM = sky130hd
export DESIGN_NAME = DataMemory
export DESIGN_NICKNAME = DataMemory
export VERILOG_FILES = /design/flow/design.v
export SDC_FILE = /design/flow/constraint.sdc
export NUM_CORES = 4
export LEC_CHECK = 1
export CORE_UTILIZATION = 50

==> impl_metrics.xml <==
<?xml version="1.0" encoding="UTF-8"?>
<metrics>
  <group name="outcome">
    <metric name="outcome" unit="">finished clean</metric>
  </group>
  <group name="synthesis">
    <metric name="post_synth.cell_area_avg" unit="µm²">10.89</metric>
    <metric name="edf_count" unit="">512</metric>
    <metric name="yosysUniqueCellTypes" unit="">96</metric>
    <metric name="netlist.top_cell.by_instances" unit="">sky130_fd_sc_hd__mux2i_1</metric>
    <metric name="netlist.area_leader.share" unit="%">29.28</metric>
    <metric name="synth-warning-count" unit="">5</metric>
    <metric name="area_of_the_synthesized_netlist_per_yosys_stat" unit="mm²">0.05251</metric>
    <metric name="synth.yosys.num_cells" unit="">4823</metric>
    <metric name="synth.logic.top_family" unit="">multiplexers</metric>
    <metric name="post_synth_and_or_nand_nor_area_fraction" unit="%">10.81</metric>
    <metric name="ys.flops" unit="">512</metric>
    <metric name="synth_area" unit="mm²">0.05251</metric>
    <metric name="synth-seq-area-share" unit="%">29.28</metric>
    <metric name="yosys-top-cells-area" unit="">sky130_fd_sc_hd__edfxtp_1, sky130_fd_sc_hd__mux4_2, sky130_fd_sc_hd__mux2i_1</metric>
    <metric name="synth_async_sr_flop_share" unit="%">0</metric>
    <metric name="synth.area.mux_share" unit="%">44.93</metric>
    <metric name="synth-compound-area-share" unit="%">8.870</metric>
    <metric name="syn_inst" unit="">4823</metric>
    <metric name="area_fraction_in_full_adders_half_adders_and_majority_gates" unit="%">0.1430</metric>
    <metric name="synth_top_flop_cell" unit="">sky130_fd_sc_hd__edfxtp_1</metric>
    <metric name="post_synth_most_frequent_cells" unit="">sky130_fd_sc_hd__mux2i_1, sky130_fd_sc_hd__mux2_2, sky130_fd_sc_hd__edfxtp_1</metric>
    <metric name="post-synth-top-area-cell" unit="">sky130_fd_sc_hd__edfxtp_1</metric>
    <metric name="synth.cellmix.xorXnorShare" unit="%">0.4527</metric>
  </group>
  <group name="floorplanning">
    <metric name="chipHeight" unit="µm">326.1</metric>
    <metric name="fp_util" unit="%">50.60</metric>
    <metric name="chipWidth" unit="µm">326.1</metric>
    <metric name="fp.coreArea" unit="mm²">0.1038</metric>
    <metric name="die_area" unit="mm²">0.1063</metric>
    <metric name="boundaryPins" unit="">99</metric>
    <metric name="rows" unit="">118</metric>
  </group>
  <group name="global_routing">
    <metric name="globalRouteTotalUtil" unit="%">56.47</metric>
    <metric name="globalRouteOverflowTotal" unit="">0</metric>
    <metric name="grt_start_max_net_pins" unit="">102</metric>
    <metric name="grt_pass1_wl" unit="mm">386.1</metric>
    <metric name="first_global_vias" unit="">48028</metric>
    <metric name="antenna_found_initial" unit="">24</metric>
  </group>
  <group name="timing">
    <metric name="post-route-worst-setup-slack" unit="ns">3.486</metric>
    <metric name="report.final.hold_viol_count" unit="">0</metric>
    <metric name="fin_tns_setup" unit="ns">0</metric>
    <metric name="drv_slew" unit="">0</metric>
    <metric name="endpoints_failing_setup" unit="">0</metric>
    <metric name="worst-slew-pin-transition" unit="ns">1.383</metric>
    <metric name="rsz0062_at_grt" unit="">no</metric>
    <metric name="relSlewSlack" unit="%">7.034</metric>
  </group>
  <group name="setup_path">
    <metric name="crit_slowest_cell" unit="">sky130_fd_sc_hd__nor4_2</metric>
    <metric name="timing.critical_path.required" unit="ns">13.90</metric>
    <metric name="worstPathMaxFanout" unit="">49</metric>
    <metric name="worst_ep_arrival_time" unit="ns">10.41</metric>
    <metric name="path_common_cell" unit="">sky130_fd_sc_hd__buf_4</metric>
    <metric name="worst_path_dominant_cell_family" unit="">buffers and inverters</metric>
    <metric name="setup.worst_path.start" unit="">DataAddr[0]</metric>
    <metric name="worstSetupEndpoint" unit="">DM[36][1]$_DFFE_NP_</metric>
    <metric name="timing.critical_path.from_type" unit="">primary input</metric>
    <metric name="path_cells" unit="">buf_8, buf_4, buf_4, nand2_1, nor4_2, buf_4, nand3_1, o2111ai_1, buf_4</metric>
    <metric name="crit_path_end_kind" unit="">flip-flop</metric>
    <metric name="cp.depth" unit="">9</metric>
    <metric name="timing.setup.critical_path_class" unit="">primary input to flip-flop</metric>
    <metric name="worst-path-buf-inv" unit="">5</metric>
    <metric name="cp_slowest_stage_delay" unit="ns">1.23</metric>
  </group>
  <group name="job">
    <metric name="number_of_warnings_in_the_stage_logs" unit="">573</metric>
    <metric name="cap_viol_max_count" unit="">0</metric>
  </group>
  <group name="placement">
    <metric name="dp_hpwl" unit="mm">193.0</metric>
    <metric name="portBuffers" unit="">71</metric>
    <metric name="place.detailed.instances" unit="">5896</metric>
    <metric name="pre_cts_slack" unit="ns">3.106</metric>
    <metric name="gp_routability_congestion" unit="">1.141</metric>
  </group>
  <group name="cts">
    <metric name="cts.reportedPaths.clkPinSlew" unit="ns">0.03</metric>
    <metric name="tritoncts" unit="">done</metric>
    <metric name="hold_buffers" unit="">0</metric>
    <metric name="postCtsSetupBuffers" unit="">0</metric>
    <metric name="cts_buffers" unit="">70</metric>
    <metric name="cts_root_buffer" unit="">sky130_fd_sc_hd__clkbuf_16</metric>
    <metric name="cts.sink_count" unit="">512</metric>
    <metric name="cts_max_level" unit="">3</metric>
    <metric name="cts.path.max_buffers" unit="">3</metric>
    <metric name="ctsResizeCount" unit="">0</metric>
  </group>
  <group name="cells_and_area">
    <metric name="nFillCells" unit="">8608</metric>
    <metric name="largest_register_ffs" unit="">512</metric>
    <metric name="largest_reg_by_ff_count" unit="">DM</metric>
    <metric name="drive_gt1_share" unit="%">29.25</metric>
    <metric name="layout.cells.non_filler" unit="">6549</metric>
    <metric name="layout_top_registers" unit="">DM x512</metric>
    <metric name="area_growth_syn_to_layout" unit="%">11.92</metric>
    <metric name="layout.core_utilization" unit="%">56.63</metric>
  </group>
  <group name="routing">
    <metric name="drt_drc_violations_left" unit="">0</metric>
    <metric name="routedWlPerCell" unit="µm">43.17</metric>
    <metric name="detail_route.vias_per_cell" unit="">7.578</metric>
    <metric name="drt.antenna.violating_nets" unit="">0</metric>
    <metric name="detail_route.first_pass.iterations" unit="">9</metric>
    <metric name="wirelength" unit="mm">282.7</metric>
    <metric name="drt_first_iter_violations" unit="">6281</metric>
    <metric name="routed-via-count" unit="">49627</metric>
  </group>
  <group name="pwr">
    <metric name="cellLeakagePower" unit="nW">22.08</metric>
    <metric name="peakVddDrop" unit="mV">0.05712</metric>
    <metric name="power.density_cell_area" unit="mW/mm²">53.21</metric>
  </group>
  <group name="worst_hold_path">
    <metric name="min-delay-path-class" unit="">primary input to output pin</metric>
  </group>
</metrics>
-- worst min path at each step --
| stage | cells after the start | end | start | slack (ns) |
|---|---|---|---|---|
| 4_1_cts | 5 | DataOut[15] | DataAddr[5] | 12.05 |
| 5_1_grt | 5 | DataOut[15] | DataAddr[5] | 12.15 |
| 6_report | 5 | DataOut[15] | DataAddr[5] | 12.13 |
-- layout by cell type, fill, tap and decap left out, drive strengths merged, types with 15 or more instances in the layout --
cell type / netlist / layout
nand4: 86 / 86
edfxtp: 512 / 512
nor2: 149 / 149
nor3: 143 / 143
diode: 0 / 16
clkbuf: 318 / 71
o21ai: 360 / 360
a21oi: 211 / 211
a211oi: 19 / 19
mux4: 466 / 466
inv: 13 / 556
mux2i: 720 / 720
nand3: 214 / 214
nor4: 55 / 55
buf: 308 / 284
mux2: 523 / 523
or4: 15 / 15
and2: 22 / 22
nand2: 425 / 425
o2111ai: 15 / 15
clkdlybuf4s50: 0 / 35
o22ai: 63 / 63
-- per-stage QoR --
| step | cell area (µm²) | total power [W] | hold slack [ns] |
|---|---|---|---|
| final | 58780 | 0.003127 | 12.13 |
| after global routing | 58740 | 0.003224 | 12.15 |
| after CTS | 58740 | 0.003090 | 12.05 |
| after detailed placement | 54370 | 0.001845 | 12.05 |
| after global placement | 54370 | 0.001843 | 12.03 |
| after floorplan | 52510 | 0.001509 | 11.27 |
-- cell type report --
class	instances	area [µm²]	share of cell area (%)
sequential	512	15370	26.16
clock inverter	567	2587	4.402
clock buffer	71	1777	3.023
tap	1380	1727	2.938
antenna	16	40.04	0.06812
multi-input combinational	3670	34680	59.01
timing repair buffer	319	2532	4.309
inverter	14	55.05	0.09367
-- report_power, final --
group / internal, W / leakage, nW / switching [W] / total, W
clock network: 0.000711 / 3.98 / 0.000641 / 0.00135
logic: 0.000291 / 13.5 / 0.000527 / 0.000818
registers: 0.000917 / 4.62 / 0.0000398 / 0.000957
total: 0.00192 / 22.1 / 0.00121 / 0.00313
-- routing by layer --
metal / global-route usage [%] / share of wire (%)
met1: 70.29 / 33
met2: 70.89 / 40
met3: 42.82 / 19
met4: 31.51 / 7.4
met5: 6.167 / 0.43
-- kinds of logic (layout without fill, tap and decap cells) --
group / count (synthesis) / after routing
flops: 512 / 512
fa+ha+maj: 6 / 6
mux: 1709 / 1709
other cells: 0 / 16
compound gates: 794 / 794
buf+inv: 641 / 971
simple gates: 1145 / 1145
xor+xnor: 16 / 16
Power figures rest on the tool's default switching activity, not on a simulated workload.
