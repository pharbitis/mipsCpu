===== design/flow/run.sh =====
#!/bin/bash
# OpenROAD 26Q1-2900-gdf79404cd8, Yosys 0.63+post, stock flow scripts
make -C /OpenROAD-flow-scripts/flow DESIGN_CONFIG=/design/flow/config.mk WORK_HOME=/design/flow/orfs finish

===== design/flow/config.mk =====
export PLATFORM = sky130hd
export DESIGN_NAME = ALU
export DESIGN_NICKNAME = ALU
export VERILOG_FILES = /design/flow/design.v
export SDC_FILE = /design/flow/constraint.sdc
export NUM_CORES = 4
export LEC_CHECK = 1
export CORE_UTILIZATION = 40

===== design/flow/constraint.sdc =====
current_design ALU

set clk_period 14.1
set clk_io_pct 0.2

create_clock -name clk0 -period $clk_period

set non_clock_inputs [all_inputs -no_clocks]
set_input_delay [expr $clk_period * $clk_io_pct] -clock clk0 $non_clock_inputs
set_output_delay [expr $clk_period * $clk_io_pct] -clock clk0 [all_outputs]

===== design/flow/design.v =====
module ALU (
    ALUOp,
    num1,           
    num2,           
    result,
    zero,        
    sign         
);
    input [2:0] ALUOp;
    input [31:0] num1, num2;
    output reg [31:0] result;
    output zero, sign;
    always @(ALUOp or num1 or num2) begin
        case (ALUOp)
            3'd0:  result = num1 + num2;
            3'd1:  result = num1 - num2;
            3'd2:   result = num2 << num1;       
            3'd4:   result = num1 & num2;
            3'd3:    result = num1 | num2; 
            3'd5:  result = (num1 < num2) ? 1 : 0;
            3'd6:   begin
                if (num1[31] == num2[31] && num1 < num2)    result = 1;
                else if (num1[31] == 1 && num2[31] == 0)    result = 1;
                else    result = 0;   
            end
            3'd7:   result = num1 ^ num2;
            default:result = 0;                  
        endcase
    end
    assign zero = (result == 0) ? 1 : 0;
    assign sign = result[31];
endmodule

==> Changelog: implementation <==
## Implementation

* Largest area contributor in the netlist: ha_1
* Area after DPL at 0.00843 mm²
* Fp util at 0.411
* First-pass GRT wire length at 51200 µm
* Final setup viols at 0
* Yosys top cell by instances: ha_1
* GR Util met1 at 0.537
* WL final at 34100 µm
* Share of layout cells above drive strength 1 at 0.0797
* Outcome: complete, no violations
* P_leak at 3.50 nW
* Synthesized area at 0.00747 mm²
* CP Launch Type: primary input
* Yosys Chip Area at 0.00747 mm²
* Worst hold-check path type: primary input to output port
* Fin area at 0.00843 mm²
* Logic area at 0.00665 mm²
* Critical path's slowest cell: or4_1
* Tool Warnings at 96
* DR vias/cell at 6.77
* CP Data Required Time at 11.28 ns
* DPL Wire Length at 27300 µm
* Worst path arrival time at 8.58 ns
* Row count at 49
* Power per cell area at 43.5 mW/mm²
* Placer Congestion at 1.14
* Final Hold Fails at 0
* Pre-Repair DR Iteration Count at 22
* Flop count at 0
* Post-Syn Area per Cell at 6.92 µm²
* Clock buffers at 0
* M2 GR Usage at 0.510
* Fillers at 1922
* Top post-synthesis cells by count: ha_1 (96), inv_1 (92), nand2_1 (89)
* Remaining Overflow, GRT at 0
* DRT iter0 DRCs at 1026
* Post-route ant nets at 0
* Slew @ Worst Pin at 0.797 ns
* Postcts setup bufs at 0
* Post-Syn Instances at 1079
* I/O pin count at 101
* Vias in the first global route at 8168
* Drt wl/cell at 25.3 µm
* Post_cts resized at 0
* GR Util All Layers at 0.353
* WS Path Type: primary input to output port
* Die W at 139 µm
* Unrepaired setup endpoints after global routing: false
* Crit-path cells: clkdlybuf4s50_1 > buf_4 > inv_2 > ha_1 > o21ba_2 > or4_4 > a2111oi_4 > or2_2 > o221ai_2 > a211o_1 > or4_1 > nor4_2 > nand4_1 > or4b_1 > nor4_2 > clkdlybuf4s50_1
* Die H at 139 µm
* CTS Hold Bufs at 0
* Max Clock Freq at 0.0877 GHz
* CP Capture Type: output port
* Cell variety after synth at 83
* Top area cell types: ha_1 (16%), mux4_2 (6.6%), a21oi_1 (5.9%)
* Fin crit period at 11.40 ns
* Yosys warns at 1
* Grt met3 use at 0.0732
* GR peak layer: met1
* N_diodes at 0
* Port bufs at 101
* Final period utilization at 0.808
* Setup TNS at 0 ns
* Area Overhead vs Synth at 13.0%
* Worst VDD drop at 0.0215 mV
* Initial antenna violation count at 0
* Placeable Area at 0.0181 mm²
* Max-area cell share at 0.161
* Slew headroom at 0.454
* Drt drc at 0
* Largest net degree at the start of global routing at 45
* Final slew viol count at 0
* # Cells Yosys at 1079
* Chip area at 0.0192 mm²
* Vias at 9117
* Seq share, synth at 0
* Max Cap Viol at 0
* CP max FO at 31
* Sequential Area at 0 µm²
* Crit-path max cell delay at 0.58 ns
-- worst paths after layout --
check	from	endpoint	slack, ns	depth (start not counted)
setup / recovery	num1[1]	zero	2.70	16
hold / removal	num1[2]	result[2]	6.95	6
-- worst max-delay path, delay by kind of cell --
| kind | cells | cell delay, ns |
|---|---|---|
| AND-OR/OR-AND | 4 | 1.16 |
| buffers and inverters | 4 | 1.60 |
| adder cells (fa/ha/maj) | 1 | 0.41 |
| AND/OR/NAND/NOR | 7 | 2.55 |
-- cell families (layout without fill, tap and decap cells) --
logic type,count (synthesis),in the layout,share of synthesized area
AOI/OAI and AO/OA,396,396,0.365
xor gates and xnor gates,9,9,0.0106
adders and majority gates,98,98,0.166
buffers and inverters,177,215,0.110
muxes,64,64,0.125
and+or+nand+nor,335,335,0.224
-- stage by stage --
stage / hold WS [ns] / total power (W) / std cells / util / worst slack [ns]
after floorplan: 5.89 / 0.000222 / 1079 / - / 4.13
after global placement: 6.95 / 0.000357 / 1346 / 0.465 / 2.85
after detailed placement: 6.95 / 0.000354 / 1346 / 0.465 / 2.82
after CTS: 6.95 / 0.000356 / 1346 / 0.465 / 2.79
after global routing: 7.03 / 0.000392 / 1346 / 0.465 / 2.45
final: 6.95 / 0.000367 / 1346 / 0.465 / 2.70
-- layer usage --
metal | share of wire | up-vias | wire length, µm
met5 | 0 | - | 0
met4 | 0.029 | 0 | 1000
met3 | 0.11 | 64 | 3890
met2 | 0.42 | 585 | 14300
met1 | 0.44 | 4291 | 14900
li1 | - | 4177 | -
-- cell usage in the layout (no fill, tap or decap), types with 5 or more instances in the layout --
cell             count
mux2i_1             31
a21oi_1             88
mux4_2              22
nor3_1              22
ha_1                96
or3_1                7
or2_2                7
nor3b_1              5
nor4_1              26
a31oi_1             16
a22oi_1             23
a222oi_1             6
nand2b_1            13
o22ai_1             23
o31ai_1             15
a221oi_1            10
o21a_1               7
o21ai_0             71
mux2_2              11
o311ai_0             8
and2_1               6
nor2_1              77
inv_1               92
a21o_1              20
xnor2_1              5
nand3_1             27
buf_4               17
clkdlybuf4s50_1    100
nor2b_1             13
o21bai_1             8
o221ai_1             9
a211oi_1            17
o211ai_1            12
nand2_1             89
nand4_1             16
-- report_power, final --
part | switching [W] | internal [W] | leakage (nW)
sequential | 0 | 0 | 0
combinational | 0.000219 | 0.000148 | 3.50
clock | 0 | 0 | 0
-- layout make-up --
| type | count | share of cell area |
|---|---|---|
| multi-input cells | 902 | 0.788 |
| well taps | 229 | 0.0340 |
| inverters | 97 | 0.0432 |
| repair buffers | 118 | 0.134 |
No activity file was given, so power comes from the tool's default toggle rates.
